==> flow/design.v <==
module cpu (
  input  wire clk,               
  input  wire rst,               
  output reg  request_rom,       
  output reg  [11:0] contador,   
  input  wire [15:0] rom_data,   
  output reg  ram_request,       
  output reg  mem_control,       
  output reg  [11:0] address,    
  output reg  [7:0] ram_data_in,    
  input  wire [7:0] ram_data_out,   
  output reg  equal,                     
  output reg [2:0] estado,               
  output reg [2:0] proximo_estado        
);
  localparam BUSCAR               = 3'b000;   
  localparam DECODIFICAR          = 3'b001;   
  localparam EJECUTAR             = 3'b010;   
  localparam ESPERAR_RAM          = 3'b011;   
  localparam ESCRIBIR             = 3'b100;   
  localparam INCREMENTAR_CONTADOR = 3'b101;   
  localparam DETENER              = 3'b110;   
  reg [7:0] regA, regB;         
  reg [3:0]  opcode;            
  reg        ab_select;         
  reg [7:0]  op_address;        
  always @(posedge clk) begin
    if (rst) begin
      estado       <= BUSCAR;         
      contador     <= 0;              
      regA         <= 0;              
      regB         <= 0;              
      opcode       <= 0;              
      ab_select    <= 0;              
      op_address   <= 0;              
      equal        <= 0;              
    end else begin
      estado <= proximo_estado;   
      case (estado)
        DECODIFICAR: begin
          opcode      <= rom_data[15:12];   
          ab_select   <= rom_data[11];      
          op_address  <= rom_data[7:0];     
        end
        EJECUTAR: begin
          case (opcode)
            4'b1001: regB <= regA + regB;        
            4'b1010: regB <= regA - regB;        
            4'b0001: regB <= regA | regB;        
            4'b0010: regB <= regA & regB;        
            4'b0101: equal <= (regA == regB);    
            default: ;  
          endcase
        end
        ESCRIBIR: begin
          if (ab_select == 1'b0)
            regA <= ram_data_out;   
          else
            regB <= ram_data_out;   
        end
        INCREMENTAR_CONTADOR: begin
          contador <= contador + 1;  
        end
      endcase
    end
  end
  always @(*) begin
    proximo_estado = estado;                   
    request_rom    = 0;                       
    ram_request    = 0;                       
    mem_control    = 0;                       
    address        = {4'b0000, op_address};    
    ram_data_in    = 0;                       
    case (estado)
      BUSCAR: begin
        request_rom    = 1;               
        proximo_estado = DECODIFICAR;    
      end
      DECODIFICAR: begin
        request_rom    = 0;               
        proximo_estado = EJECUTAR;       
      end
      EJECUTAR: begin
        case (opcode)
          4'b0011: begin
            ram_request    = 1;                          
            mem_control    = 1;                          
            address        = {4'b0000, op_address};      
            proximo_estado = ESPERAR_RAM;               
          end
          4'b0100: begin
            ram_request    = 1;                          
            mem_control    = 0;                          
            address        = {4'b0000, op_address};      
            ram_data_in    = (ab_select) ? regB : regA;  
            proximo_estado = INCREMENTAR_CONTADOR;      
          end
          4'b0101: begin
            if (regA == regB) begin
              proximo_estado = DETENER;                
            end else begin
              proximo_estado = INCREMENTAR_CONTADOR;   
            end
          end
          4'b1001, 4'b1010, 4'b0001, 4'b0010: begin
            proximo_estado = INCREMENTAR_CONTADOR;    
          end
          default: begin
            proximo_estado = INCREMENTAR_CONTADOR;    
          end
        endcase
      end
      ESPERAR_RAM: begin
        ram_request    = 1;                        
        mem_control    = 1;                        
        address        = {4'b0000, op_address};   
        proximo_estado = ESCRIBIR;                
      end
      ESCRIBIR: begin
        ram_request    = 0;                    
        mem_control    = 0;                    
        proximo_estado = INCREMENTAR_CONTADOR; 
      end
      INCREMENTAR_CONTADOR: begin
        if (opcode == 4'b0101 && equal) begin
          proximo_estado = DETENER;            
        end else begin
          proximo_estado = BUSCAR;             
        end
      end
      DETENER: begin
        request_rom    = 0;                    
        ram_request    = 0;                    
        mem_control    = 0;                    
        proximo_estado = DETENER;              
      end
    endcase
  end
endmodule
==> flow/run.sh <==
#!/bin/bash
# OpenROAD 26Q1-2900-gdf79404cd8, Yosys 0.63+post, stock flow scripts
make -C /OpenROAD-flow-scripts/flow DESIGN_CONFIG=/design/flow/config.mk WORK_HOME=/design/flow/orfs finish
==> flow/config.mk <==
export PLATFORM = sky130hd
export DESIGN_NAME = cpu
export DESIGN_NICKNAME = cpu
export VERILOG_FILES = /design/flow/design.v
export SDC_FILE = /design/flow/constraint.sdc
export NUM_CORES = 4
export LEC_CHECK = 1
export CORE_UTILIZATION = 30
==> flow/constraint.sdc <==
current_design cpu

set clk_period 3.4
set clk_io_pct 0.2

create_clock -name clk0 -period $clk_period [get_ports {clk}]

set non_clock_inputs [all_inputs -no_clocks]
set_input_delay [expr $clk_period * $clk_io_pct] -clock clk0 $non_clock_inputs
set_output_delay [expr $clk_period * $clk_io_pct] -clock clk0 [all_outputs]
==> flow_results.org <==
#+TITLE: Synthesis and PnR summary

** Timing
- The final timing report lists a hold violation count of 0.
- Sum of negative setup slack :: 0 ps
- Setup repair after global routing left no endpoint under its margin.
- The worst-case max-slew headroom was logged as 43.7%.
- Slew of the pin with the lowest slew margin :: 844 ps
- Final Critical Period :: 3230 ps
- Between clock sinks in the finished design, the worst skew comes to 10.9 ps.
- Final slew viol count :: 0
- Period utilization :: 94.9%
- Peak clock frequency supported by timing :: 0.310 GHz
- Final tally of setup violations :: 0

** Route
- In this run the remaining antenna-violating nets after routing total 0.
- Iter 0 DRT Violations :: 113
- According to the report, the first pass of detailed routing completed in 4 iterations.
- The detailed router reported a total wirelength of 7.78 mm.
- Dividing the detail-routed via count by the number of cells gives 4.91.
- DRC errors left :: 0
- Antenna diode count :: 0
- Vias after detailed routing :: 2817
- Dividing the detail-routed wire length by the instance count gives 13.6 µm.

** Global routing
- Entering global routing, the biggest net connects 32 pins.
- Via count of the first global-routing pass :: 2611
- Global routing consumed, over all layers together, 15.5% of the routing resources.
- Number of antenna violations at the first check in global routing :: 0
- Summed over all layers, the global routing overflow is 0.
- The first global-routing pass estimated 12.7 mm of wire.

** Synth
- The cell area that synthesis handed to floorplanning was 3010 µm².
- By area the synthesized netlist is led by dfxtp_1, ha_1, nand2_1.
- Synthesis inferred 45 register bits.
- Share of synthesized area occupied by flip-flops and latches :: 29.9%
- In the Yosys report the total cell count is 392.
- For reference, the post-synthesis area per instance comes to 7.69 µm².
- The post-synth count of flops with an enable pin is 0.
- The largest total area in the synthesized netlist belongs to dfxtp_1.
- For this run, the number of Yosys warnings is 1.
- For this run, the chip area from Yosys synthesis comes to 3010 µm².
- The synthesis report names the predominant flop master as dfxtp_1.
- Cell Type Count :: 60
- Synth async-reset ratio :: 0%
- Per the synthesis report, the single largest cell type by area occupies 29.9% of cell area.
- Counting every instance in the synthesized netlist gives 392.

** Layout
- By instance count after routing, the leading logic cell type is nand2_1.
- Share of cells above drive strength 1 :: 5.22%
- Compared with the post-synthesis result, the final layout area differs by 27.1%.
- Per the cell usage report, the commonest logic cells after layout are nand2_1, clkdlybuf4s50_1, dfxtp_1.

** CTS
- Max clock buf depth :: 2
- Number of clock sinks seen by CTS :: 45
- Hold buffer count at cts :: 0
- Root buffer cell :: clkbuf_8
- Maximum level of the CTS H-tree :: 2
- Per the repair_timing log after CTS, setup buffers inserted total 0.
- CTS tree :: done
- CTS clock-pin slew for the worst setup and hold paths :: 100 ps
- Inserted Clock Buffers :: 5
- Gates resized during post-CTS repair numbered 0.
- As reported, the later end of the worst-skew pair has a clock insertion delay of 300 ps.

** Die
- Total die size :: 10400 µm²
- Floorplan core density :: 30.8%
- Horizontal die dimension :: 102 µm
- Std-Cell Core Area :: 9770 µm²
- Rows :: 36
- Top-level I/O count :: 68
- From bottom edge to top edge, the die measures 102 µm.

** Place
- Global placement routability congestion :: 0.881
- Detailed placement finished with a half-perimeter wire length of 5.39 mm.
- Number of input and output port buffers inserted :: 60

** Power and ir drop
- Final Power :: 1.23 mW
- Cell Pwr Density :: 322 nW/µm²
- Peak VDD IR :: 0.244 mV
- The leakage power in the latest report is 1.29 nW.

** Hold path
- Worst min-delay path class :: reg -> reg

** Worst setup path
- Startpoint-to-endpoint class of the critical path :: reg -> out
- CP arrival :: 2550 ps
- STA classifies the critical path endpoint as an output port.
- STA classifies the critical path startpoint as a register.
- Per the timing report, the biggest fanout along the worst path comes to 5.
- The critical path endpoint has a required time of 2720 ps.

** Flow run
- In this run the maximum-capacitance check reported violations numbering 0.
- OpenROAD emitted warnings numbering 43.

** Status
- Status :: finished, final reports clean
-- cells in the mapped netlist (all sizes together) (8+ instances only) --
master  number
nand2       60
dfxtp       45
nor2        44
a21oi       40
ha          24
inv         22
clkbuf      18
o21ai       15
mux2i        9
nor2b        9
buf          8
-- area by class of cell --
type | instances | area (µm²)
clock buffer | 6 | 82.6
clock inverter | 2 | 37.5
fill | 992 | 5950
inverter | 22 | 82.6
multi-input combinational | 302 | 1930
sequential | 45 | 901
tap | 133 | 166
timing repair buffer | 64 | 626
-- worst paths after layout --
path	slack, ps	endpoint	start	cells after the start
worst max-delay path	170	proximo_estado[1]	regA[1]$_SDFFE_PP0P_	8
worst min register to register	460	op_address[2]$_SDFFE_PP0P_	op_address[2]$_SDFFE_PP0P_	2
worst min-delay path	460	op_address[2]$_SDFFE_PP0P_	op_address[2]$_SDFFE_PP0P_	2
worst max register to register	1010	regB[5]$_SDFFE_PP0P_	regA[1]$_SDFFE_PP0P_	8
-- sequential cells by signal, summed over array words and instances (netlist names) --
signal	count
regA	8
ab_select	1
equal	1
contador	12
estado	3
regB	8
opcode	4
op_address	8
-- routing by layer --
metal	GRT usage, %	vias up	part of all wire, %
met4	1.87	0	1.5
met1	23.3	1276	47
met5	0	-	0
met3	2.64	7	6.2
met2	24.3	86	45
li1	-	1448	-
-- metrics by stage --
stage / instances / utilization, % / setup slack [ps] / hold slack [ps] / area, µm²
after floorplan: 395 / - / 1060 / 422 / 3020
after global placement: 566 / 37.8 / 435 / 445 / 3690
after detailed placement: 566 / 37.8 / 440 / 450 / 3690
after CTS: 574 / 39.0 / 86.8 / 464 / 3810
after global routing: 574 / 39.2 / 3.44 / 483 / 3830
final: 574 / 39.2 / 174 / 461 / 3830
-- kinds of logic (layout without fill, tap and decap cells) --
logic type,after synthesis,count (layout),share of synthesized area [%]
other,1,4,0.124
and+or+nand+nor,159,159,25.7
buffers and inverters,48,94,6.89
xor gates and xnor gates,10,10,2.91
DFF,45,45,29.9
AOI/OAI and AO/OA,94,94,20.2
adders and majority gates,26,26,11.3
muxes,9,9,2.99
-- critical path, cell delays in order, from the launching register on --
cell             delay [ps]
dfxtp_1                 420
inv_1                   140
ha_1                    360
nor4_1                  290
and3_1                  260
nor2_1                   60
nor2_1                   80
o22a_1                  160
clkdlybuf4s50_1         470
-- report_power, final --
part	switching [mW]	total, mW	internal, mW
sequential	0.0303	0.576	0.546
combinational	0.106	0.222	0.116
clock	0.197	0.436	0.239
Power is estimated from default activity; no workload was simulated.
