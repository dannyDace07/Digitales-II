==> /design/flow/design.v <==
module spi_slave_simple (
    input wire       SCK,       
    input wire       SS,        
    input wire [15:0] MOSI,       
    output reg [15:0] MISO,       
    input wire       CKP,       
    input wire       CPH,       
    input wire [15:0] preload_data,  
    output wire [15:0] data_in_slave  
);
    reg [15:0] rx_reg;
    reg [15:0] tx_reg;
    assign data_in_slave = rx_reg;
    always @(preload_data) begin
        tx_reg = preload_data;
    end
    always @(SS, tx_reg) begin
        if (!SS) begin
            MISO = tx_reg;
        end else begin
            MISO = 16'hZ;  
        end
    end
    always @(posedge SCK) begin  
        if (!SS) begin
            rx_reg <= MOSI;
        end
    end
endmodule
==> /design/flow/run.sh <==
#!/bin/bash
# OpenROAD 26Q1-2900-gdf79404cd8, Yosys 0.63+post, stock flow scripts
make -C /OpenROAD-flow-scripts/flow DESIGN_CONFIG=/design/flow/config.mk WORK_HOME=/design/flow/orfs finish
==> /design/flow/config.mk <==
export PLATFORM = sky130hd
export DESIGN_NAME = spi_slave_simple
export DESIGN_NICKNAME = spi_slave_simple
export VERILOG_FILES = /design/flow/design.v
export SDC_FILE = /design/flow/constraint.sdc
export NUM_CORES = 4
export LEC_CHECK = 1
export CORE_AREA = 10 10 74 74
export DIE_AREA = 0 0 84 84
==> /design/flow/constraint.sdc <==
current_design spi_slave_simple

set clk_period 1.0
set clk_io_pct 0.2

create_clock -name clk0 -period $clk_period [get_ports {SCK}]

set non_clock_inputs [all_inputs -no_clocks]
set_input_delay [expr $clk_period * $clk_io_pct] -clock clk0 $non_clock_inputs
set_output_delay [expr $clk_period * $clk_io_pct] -clock clk0 [all_outputs]
==> notes.md <==
Implementation progress

Per the synthesis report, the number of distinct cell types is 3. The number of diodes stands at 0. The share of final-layout standard cells stronger than drive strength 1 stands at 37.5%. Yosys printed 2 warnings. The horizontal extent of the die stands at 84 um.

The synthesis report names the predominant flop master as edfxtp_1. The clock slew seen by the registers of the worst setup and hold paths stands at 0.06 ns. The area added between synthesis and finish stands at 43.9%.

The run finished with clean final reports. TritonCTS built the clock tree. The chip height stands at 84 um. In this design, the largest share of critical-path delay is due to flip-flops. The die covers 0.00706 sq mm. The detail-routed net length per standard cell stands at 12.1 um. Per the run summary, max-cap violations total 0.

The worst setup path is launched from a flop. The data required time of the worst path stands at 0.80 ns. The number of buffers created by CTS stands at 3.

For this run the aggregate overflow at the end of global routing stands at 0. Yosys reports that the most numerous cell types are 16 x buf_4, 16 x edfxtp_1, 1 x inv_1. The total global routing track utilization stands at 3.28%. The number of global-route vias before repair was 368. The count of library flops with an enable pin stands at 16. The number of standard cells in the layout, taps in and fillers out stands at 106. Overall power consumption after layout is estimated at 0.00139 W. Ranked by total cell area, the synthesized netlist is headed by edfxtp_1 80%, buf_4 20%, inv_1 0.62%. The script logs the ratio of routed vias to standard cells as 2.92. Setup repair after global routing left no endpoint under its margin.

The buffering stage count on the worst path with inverters included stands at 1. The initial antenna violation count is 0. The tool warning count for the run is 27. The final timing report lists a max-slew violation count of 0.

Walking the worst path, the cells encountered are buf_2. The level count of the clock H-tree stands at 1. The number of register bits inferred by synthesis stands at 16. The iteration tally of the first detailed-router pass stands at 2. The most critical setup path has its startpoint at rx_reg[1]$_DFFE_PN_. The number of buffers inserted for hold repair after clock tree synthesis stands at 0. The placeable core region stands at 0.00397 sq mm. Checking max transition, the worst relative margin is 91.7%.

The worst setup path is captured at a primary output. The fraction of post-synthesis cell area in the top cell type by area stands at 79.5%. The number of cells reported by Yosys stat comes to 33. The largest incremental delay on the critical path stands at 0.37 ns. According to the Yosys statistics, the synthesized design has a chip area of 604 sq um.

For this design, the slowest cell found on the critical path is edfxtp_1. The share of the yosys chip area belonging to registers stands at 79.5%. The final count of negative-setup-slack endpoints stands at 0. The detailed-route wire length stands at 1280 um. The average size of a mapped cell stands at 18.3 sq um. Detailed placement reports a standard cell area of 905 sq um. The most critical setup path has its endpoint at data_in_slave[1]. In the setup report, the worst path falls into the class flop to primary output. The worst-case setup slack after placement stands at -0.159 ns. Counting I/O delays and the setup requirement, the final critical path takes 0.926 ns. STA reports the tightest min-delay check as being of type input pin to primary output. Counting along the longest clock path gives a buffer depth of 2. The smallest setup slack after layout stands at 0.0742 ns. The number of top-level design ports stands at 68.

The number of DRC markers in iteration 0 stands at 11. Detailed routing inserted a total of 309 vias. The cell total after placement stands at 102. The final hold violation count recorded for this run is 0. Summed over all instances, the cell type with the most area after synthesis is edfxtp_1. The layout multi-input combinational cell count stands at 0. The slew of the pin with the lowest slew margin stands at 0.125 ns. The final period utilization stands at 92.6%. After floorplanning, the core was divided into 23 placement rows.

The register with the most flip-flops in the layout has 16 of them. The combined area of the multi-input logic cells stands at 0 sq um. The synthesized area stands at 604 sq um. The fraction of registers with async set/reset stands at 0%. The leakage power in the latest report is 0.330 nW. The placer's final routability congestion estimate stands at 0.691.

The tree is rooted in a clkbuf_8. Nets still carrying antenna violations after routing amount to 0. The number of standard cells after synthesis stands at 33. For this design the ratio of total power to cell area is 1600 mW/mm^2. According to the timing report, the arrival time at the worst endpoint equals 0.73 ns.

The count of input and output buffers stands at 33. The STA report counts the stages on the worst setup path as 1. The DRC violations left stands at 0. The CTS log lists the clock sinks for this run as 16.

The global-route wire length before repair stands at 1880 um. The worst-case vdd ir drop stands at 0.361 mV. In this run the worst path has a maximum fanout of 1. The maximum number of pins on one net before global-route repair stands at 13. Before placement the cells fill 15.2% of the core. The highest clock rate stands at 1080 MHz. The finished cells cover 870 sq um.
final cells by class:
class / count / area [sq um]
tap: 50 / 62.6
timing repair buffer: 35 / 278
sequential: 16 / 480
fill: 429 / 3100
clock buffer: 3 / 41.3
inverter: 1 / 3.75
clock inverter: 1 / 3.75
power breakdown:
group          internal [W]  switching [W]
Combinational     0.0000984      0.0000301
Sequential         0.000797      0.0000116
Clock              0.000271       0.000186
timing repair:
item,CTS,global route
setup buffers,0,0
gates resized,41,7
endpoints found under the setup margin,16,7
pin swaps,0,0
stage by stage:
step           util [%]  hold WS [ns]  TNS [ns]
6_report           21.9         0.400         0
5_1_grt            21.9         0.400         0
4_1_cts            22.8         0.400         0
3_5_place_dp       22.8         0.400     -2.51
3_3_place_gp       22.8         0.400     -2.46
2_1_floorplan         -         0.299         0
how the worst min path moves through the flow:
stage / from / end / slack, ns / cells after the start
finish: preload_data[0] / MISO[0] / 0.40 / 0
CTS: preload_data[9] / MISO[9] / 0.40 / 0
global route: preload_data[0] / MISO[0] / 0.40 / 0
per-layer routing:
metal | part of all wire [%] | global-route usage, % | up-vias | wire length, um
li1 | - | - | 144 | -
met4 | 3.4 | 1.52 | 0 | 43
met1 | 27 | 2.25 | 148 | 340
met3 | 6.6 | 1.18 | 4 | 84
met2 | 63 | 7.04 | 13 | 812
met5 | 0 | 0 | - | 0
cells by family (layout without fill, tap and decap cells):
family	after synthesis	after routing	share of synthesized area [%]
flops	16	16	79.5
buf+inv	17	40	20.5
layout by cell type, fill, tap and decap left out:
cell type / Yosys / final
clkbuf_2: 0 / 7
buf_12: 0 / 1
clkinv_1: 0 / 1
edfxtp_1: 16 / 16
inv_1: 1 / 1
clkdlybuf4s50_1: 0 / 17
clkbuf_8: 0 / 3
buf_4: 16 / 1
buf_2: 0 / 9
Power figures rest on the tool's default switching activity, not on a simulated workload.
