## ./config.mk

```make
export PLATFORM = sky130hd
export DESIGN_NAME = Cajero
export DESIGN_NICKNAME = Cajero
export VERILOG_FILES = /design/flow/design.v
export SDC_FILE = /design/flow/constraint.sdc
export NUM_CORES = 4
export LEC_CHECK = 1
export CORE_UTILIZATION = 30
```

## ./constraint.sdc

```tcl
current_design Cajero

set clk_period 22.1
set clk_io_pct 0.2

create_clock -name clk0 -period $clk_period [get_ports {CLK}]

set non_clock_inputs [all_inputs -no_clocks]
set_input_delay [expr $clk_period * $clk_io_pct] -clock clk0 $non_clock_inputs
set_output_delay [expr $clk_period * $clk_io_pct] -clock clk0 [all_outputs]
```

## ./design.v

```verilog
module Cajero (
    input CLK,
    input RESET,
    input TARJETA_RECIBIDA,
    input [15:0] PIN_CORRECTO, 
    input [3:0] DIGITO,
    input DIGITO_STB,
    input TIPO_TRANS,
    input [31:0] MONTO,
    input MONTO_STB,
    input [63:0] BALANCE_INICIAL,
    output reg [63:0] BALANCE_ACTUALIZADO,
    output reg BALANCE_STB,
    output reg ENTREGAR_DINERO,
    output reg FONDOS_INSUFICIENTES,
    output reg PIN_INCORRECTO,
    output reg ADVERTENCIA,
    output reg BLOQUEO
    );
    reg [1:0] intentos_fallidos;
    reg [15:0] PIN_ACTUAL;
    reg [2:0] estado;
    reg [1:0] cantidad_digitos;
    localparam ESPERANDO_TARJETA      = 3'b000,  
               INGRESANDO_PIN         = 3'b001,  
               ANALIZANDO_PIN         = 3'b010,  
               DETERMINAR_TRANSACCION = 3'b011,  
               PROCESANDO_DEPOSITO    = 3'b100,  
               PROCESANDO_RETIRO      = 3'b101,  
               FIN                    = 3'b110,  
               BLOQUEADO              = 3'b111;  
    always @(posedge CLK) begin
        if (!RESET) begin  
            estado                  <= ESPERANDO_TARJETA;
	        cantidad_digitos        <= 0;
	        PIN_ACTUAL              <= 0;
	        intentos_fallidos       <= 0;
            PIN_INCORRECTO          <= 0;
            ADVERTENCIA             <= 0;
            BLOQUEO                 <= 0;
            BALANCE_STB             <= 0;
            FONDOS_INSUFICIENTES    <= 0;
            ENTREGAR_DINERO         <= 0;
            BALANCE_ACTUALIZADO     <= 0;
        end else begin  
            case (estado)
		        ESPERANDO_TARJETA: begin
    		        if (TARJETA_RECIBIDA) begin
        		        estado <= INGRESANDO_PIN;
    		        end else begin
        		        estado <= ESPERANDO_TARJETA;
    	            end
		        end
                INGRESANDO_PIN: begin
                    if (intentos_fallidos == 2'd1) begin
                        PIN_INCORRECTO <= 1;
                    end else if (intentos_fallidos == 2'd2) begin
                        ADVERTENCIA <= 1;
                        PIN_INCORRECTO <= 0;
                    end else if (intentos_fallidos == 2'd3) begin
                        ADVERTENCIA <= 0;
                        BLOQUEO <= 1;
                        estado <= BLOQUEADO;
                    end else begin
                        ADVERTENCIA <= 0;
                    end
                    if (DIGITO_STB && (intentos_fallidos < 3)) begin
                        case (cantidad_digitos) 
                            2'b00: begin
                                PIN_ACTUAL[15:12] <= DIGITO;
                                cantidad_digitos <= cantidad_digitos + 1;
                            end
                            2'b01: begin
                                PIN_ACTUAL[11:8] <= DIGITO;
                                cantidad_digitos <= cantidad_digitos + 1;
                            end
                            2'b10: begin
                                PIN_ACTUAL[7:4] <= DIGITO;
                                cantidad_digitos <= cantidad_digitos + 1;
                            end
                            2'b11: begin
                                PIN_ACTUAL[3:0] <= DIGITO;
                                cantidad_digitos <= 0;
                                estado <= ANALIZANDO_PIN;
                            end
                        endcase
                    end else if (intentos_fallidos < 3) begin
                        estado <= INGRESANDO_PIN;
                    end
                end
                ANALIZANDO_PIN: begin
                    if (PIN_ACTUAL != PIN_CORRECTO) begin
                        intentos_fallidos <= intentos_fallidos + 1;
                        estado <= INGRESANDO_PIN;
                        if (intentos_fallidos < 3) begin
                            estado <= INGRESANDO_PIN;
                        end else begin
                            estado <= BLOQUEADO;
                        end
                    end else begin
                        estado <= DETERMINAR_TRANSACCION;
                    end
                end
                DETERMINAR_TRANSACCION: begin
                    if (TIPO_TRANS == 0) begin
                       estado <= PROCESANDO_DEPOSITO;
                    end else if (TIPO_TRANS == 1) begin
                       estado <= PROCESANDO_RETIRO;
                    end else begin
                       estado <= ESPERANDO_TARJETA;
                    end
                end
                PROCESANDO_DEPOSITO: begin
                    if (MONTO_STB) begin
                        BALANCE_ACTUALIZADO <= BALANCE_INICIAL + MONTO;
                        BALANCE_STB <= 1;
                        estado <= FIN;
                    end else begin
                        estado <= PROCESANDO_DEPOSITO;
                    end
                end
                PROCESANDO_RETIRO: begin
                    if (MONTO_STB) begin
                        if (MONTO > BALANCE_ACTUALIZADO) begin
                            FONDOS_INSUFICIENTES <= 1;
                            BALANCE_STB <= 1;
                            estado <= FIN;
                        end else begin
                            BALANCE_ACTUALIZADO  <= BALANCE_ACTUALIZADO - MONTO;
                            BALANCE_STB <= 1;
                            ENTREGAR_DINERO <= 1;
                            estado <= FIN;
                        end
                    end else begin
                        estado <= PROCESANDO_RETIRO;
                    end
                end
                FIN: begin
                    if (BALANCE_STB) begin
                        cantidad_digitos        <= 0;
                        intentos_fallidos       <= 0;
                        PIN_ACTUAL              <= 0;
                        estado                  <= ESPERANDO_TARJETA;
                        ADVERTENCIA             <= 0;
                        BLOQUEO                 <= 0;
                        BALANCE_STB             <= 0;
                        ENTREGAR_DINERO         <= 0;
                        PIN_INCORRECTO          <= 0;
                        FONDOS_INSUFICIENTES    <= 0;
                    end else begin
                        estado <= FIN;
                    end
                end
                BLOQUEADO: begin
                    if (!RESET) begin
                        estado <= ESPERANDO_TARJETA;
                    end else begin
                    	estado <= BLOQUEADO;
                    end 
                end
            endcase
        end
    end
endmodule
```

## ./run.sh

```bash
#!/bin/bash
# OpenROAD 26Q1-2900-gdf79404cd8, Yosys 0.63+post, stock flow scripts
make -C /OpenROAD-flow-scripts/flow DESIGN_CONFIG=/design/flow/config.mk WORK_HOME=/design/flow/orfs finish
```

==> insert_results.sql <==
-- metrics for the results database
INSERT INTO impl_metrics (metric_group, metric, value, unit) VALUES
('clock_tree', 'clk_latency', '0.36', 'ns'),
('placed_design', 'gp_congestion', '0.956', ''),
('floorplanning', 'top_ports', '192', ''),
('route', 'via_count', '10275', ''),
('route', 'detail_route.first_pass.iterations', '6', ''),
('setup_path', 'timing.critical_path.slowest_cell_delay', '0.49', 'ns'),
('global_route', 'wire_length_of_the_first_global_routing_pass', '55.1', 'mm'),
('clock_tree', 'cts_post_setup_buffers_inserted', '0', ''),
('clock_tree', 'cts_resized', '0', ''),
('clock_tree', 'cts_tree', 'yes', ''),
('route', 'drt_wl_total', '35.1', 'mm'),
('placed_design', 'half_perimeter_wire_length_after_detailed_placement', '27.6', 'mm'),
('logic_synthesis', 'syn_area', '0.00955', 'sq mm'),
('setup_path', 'last_element_of_the_critical_path', 'BALANCE_ACTUALIZADO[34]', ''),
('logic_synthesis', 'synth_area_per_cell', '7.30', 'sq um'),
('global_route', 'grt_pass1_vias', '9775', ''),
('floorplanning', 'floorplan_row_count', '64', ''),
('final_timing', 'layout_min_cycle_time', '8.10', 'ns'),
('clock_tree', 'cts_buffers', '9', ''),
('clock_tree', 'cts_buffer_depth', '2', ''),
('floorplanning', 'floorplan.die.height', '180', 'microns'),
('final_timing', 'timing.max_slew.rel_slack', '0.343', ''),
('cells_and_area', 'fin_util', '0.390', ''),
('logic_synthesis', 'enable_flop_cells', '0', ''),
('logic_synthesis', 'synth.ff_latch_count', '97', ''),
('flow_run', 'warning_count', '31', ''),
('global_route', 'grt_max_degree', '58', ''),
('setup_path', 'worstSetupStartpoint', 'MONTO[0]', ''),
('clock_tree', 'numClockSinks', '97', ''),
('setup_path', 'r2r.worst_path.cells', '10', ''),
('pwr', 'worst_ir_drop_vdd', '0.0353', 'mV'),
('flow_run', 'maxCapViolations', '0', ''),
('clock_tree', 'clkTransAtPathRegs', '0.08', 'ns'),
('clock_tree', 'cts.root.buffer_cell', 'clkbuf_16', ''),
('global_route', 'grt_antenna_before_repair', '1', ''),
('final_timing', 'report.final.setup_viol', '0', ''),
('logic_synthesis', 'yosysUniqueCellTypes', '76', ''),
('logic_synthesis', 'synth-cells-yosys', '1309', ''),
('setup_path', 'critPathMostFrequentCell', 'a211oi_1', ''),
('route', 'antenna_cells', '0', ''),
('setup_path', 'reg2reg_from', 'BALANCE_ACTUALIZADO[40]', ''),
('final_timing', 'unrepaired_setup_endpoints_after_global_routing', 'no', ''),
('floorplanning', 'chip_area', '0.0325', 'sq mm'),
('route', 'routedWlPerCell', '18.8', 'microns'),
('run_status', 'run_status', 'finished, final reports clean', ''),
('route', 'detailedRoute.firstIterationViolations', '816', ''),
('logic_synthesis', 'ys_async_rst_share', '0', ''),
('floorplanning', 'floorplan.core_util', '0.308', ''),
('route', 'postRouteAntennaNets', '0', ''),
('final_timing', 'clock-skew-final', '0.0146', 'ns'),
('logic_synthesis', 'dominantRegCellSynth', 'dfxtp_1', ''),
('logic_synthesis', 'synth.yosys.chip_area', '0.00955', 'sq mm'),
('setup_path', 'setup.worst_path.end_class', 'flop', ''),
('final_timing', 'setup-tns-final', '0', 'ns'),
('pwr', 'power-per-cell-area', '38.8', 'mW/mm^2'),
('setup_path', 'timing.setup.critical_path_class', 'in -> reg', ''),
('setup_path', 'worst-endpoint-required', '22.31', 'ns'),
('logic_synthesis', 'syn-instance-count', '1309', ''),
('setup_path', 'critical_path_arrival', '8.31', 'ns'),
('route', 'drc_violation_count_after_routing', '0', ''),
('setup_path', 'path_cells', 'clkdlybuf4s50_1, ha_1, inv_1, fa_1, a211oi_1, o21ai_0, o221ai_1, o211ai_1, a311oi_4, or2_1, buf_4, nor4_1, a211oi_1, a21oi_1', ''),
('clock_tree', 'cts-htree-levels', '3', ''),
('logic_synthesis', 'yosys_warnings', '1', ''),
('global_route', 'grt_use_total', '0.217', ''),
('setup_path', 'worst_setup_path_start_kind', 'input pin', ''),
('final_timing', 'timing_hold_violations_final', '0', ''),
('min_path', 'hp-class', 'reg -> reg', ''),
('placed_design', 'portBuffers', '191', ''),
('cells_and_area', 'layout.filler_cells', '3168', ''),
('floorplanning', 'core_area', '0.0310', 'sq mm'),
('pwr', 'p_leak', '4.75', 'nW');
-- critical path, delay by kind of cell --
kind | cells | cell delay [ns]
AOI/OAI and AO/OA | 7 | 1.77
adders and majority gates | 2 | 0.58
buffers and inverters | 3 | 0.94
and+or+nand+nor | 2 | 0.57
-- final cells by class --
| cell class | count | area [sq um] | share of cell area |
|---|---|---|---|
| inverters | 70 | 263 | 0.0217 |
| flip-flops and latches | 97 | 1940 | 0.161 |
| clock buffers | 10 | 239 | 0.0198 |
| repair buffers | 205 | 2020 | 0.167 |
| clock inverters | 6 | 56.3 | 0.00466 |
| well taps | 396 | 495 | 0.0410 |
| multi-input cells | 1077 | 7080 | 0.585 |
-- synth_stat cells, types with 18 or more instances --
library cell / instances / area (sq um)
a21oi_1: 125 / 626
nand2_1: 121 / 454
nor2_1: 107 / 402
dfxtp_1: 97 / 1940
ha_1: 72 / 901
inv_1: 70 / 263
o21ai_0: 63 / 315
xnor2_1: 56 / 490
clkbuf_1: 54 / 203
nor3_1: 42 / 210
xor2_1: 41 / 359
nand3_1: 34 / 170
nand4_1: 29 / 181
mux2i_1: 23 / 230
nor4_1: 23 / 144
o21ai_1: 23 / 115
a21o_1: 22 / 165
a31oi_1: 22 / 138
o21a_1: 20 / 150
a211oi_1: 18 / 135
-- per-stage QoR --
stage          instances  cell area [sq um]  hold WS [ns]  power [mW]  setup WS (ns)
6_report            1861              12100         0.461       0.470          14.00
2_1_floorplan       1309               9550         0.421       0.261          14.99
4_1_cts             1861              12100         0.460       0.474          14.08
3_3_place_gp        1845              11800         0.444       0.310          13.81
5_1_grt             1861              12100         0.485       0.494          13.65
3_5_place_dp        1845              11800         0.452       0.310          13.72
-- power breakdown --
group	internal, mW	leakage, nW	switching, mW
registers	0.177	0.784	0.00237
logic	0.0583	3.82	0.0695
clock network	0.0825	0.144	0.0797
total	0.318	4.75	0.152
-- flip-flops by register name, summed over array words and instances (netlist names) --
signal and cells:
ENTREGAR_DINERO 1, intentos_fallidos 2, PIN_ACTUAL 16, BLOQUEO 1, cantidad_digitos 2, PIN_INCORRECTO 1
ADVERTENCIA 1, FONDOS_INSUFICIENTES 1, BALANCE_STB 1, BALANCE_ACTUALIZADO 64, estado 7
-- routing by layer --
layer,vias up,part of all wire,track usage
met5,-,0,0
met4,0,0.018,0.0359
met3,40,0.070,0.0414
met2,366,0.44,0.335
met1,4749,0.48,0.321
li1,5120,-,-
-- placed cells by master, fill, tap and decap left out, types with 8 or more instances in the layout --
cell / count
nor2b_1: 11
xnor2_1: 56
o22ai_1: 8
and2_1: 12
clkbuf_16: 9
o21ai_0: 63
or4_1: 14
nor3_1: 42
or3_1: 15
nand2b_1: 15
o21ai_1: 23
clkdlybuf4s50_1: 191
o21a_1: 20
inv_1: 69
nor3b_1: 9
a21o_1: 22
buf_4: 14
nand4_1: 29
xor2_1: 41
a31oi_1: 22
mux2i_1: 23
dfxtp_1: 96
a21boi_0: 8
and4_1: 9
a211oi_1: 18
nand3_1: 34
o21bai_1: 8
ha_1: 72
nand2_1: 121
a21oi_1: 125
nor2_1: 107
o211ai_1: 14
nor4_1: 23
and3_1: 14
-- worst min path at each step --
stage / start / endpoint / cells after the start
after CTS: estado[0] / estado[0] / 2
after global routing: estado[0] / estado[0] / 2
final: estado[0] / estado[0] / 2
-- cells by family after synthesis --
group           Yosys count  synth area share
fa+ha+maj                74            0.0985
flops                    97             0.203
mux                      25            0.0265
buf+inv                 135            0.0559
compound gates          408             0.276
xor+xnor                 97            0.0890
simple gates            473             0.251
No activity file was given, so power comes from the tool's default toggle rates.
